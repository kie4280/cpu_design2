--- design/flow/run.sh ---
#!/bin/bash
# OpenROAD 26Q1-2900-gdf79404cd8, Yosys 0.63+post, stock flow scripts
make -C /OpenROAD-flow-scripts/flow DESIGN_CONFIG=/design/flow/config.mk WORK_HOME=/design/flow/orfs finish
--- design/flow/design.v ---
module Adder(
    src1_i,
    src2_i,
    sum_o
    );
input  [32-1:0]  src1_i;
input  [32-1:0]	 src2_i;
output [32-1:0]	 sum_o;
wire   [32-1:0]	 sum_o;
assign sum_o = src1_i + src2_i;
endmodule
--- design/flow/config.mk ---
export PLATFORM = sky130hd
export DESIGN_NAME = Adder
export DESIGN_NICKNAME = Adder
export VERILOG_FILES = /design/flow/design.v
export SDC_FILE = /design/flow/constraint.sdc
export NUM_CORES = 4
export LEC_CHECK = 1
export CORE_AREA = 10 10 85 85
export DIE_AREA = 0 0 95 95
--- design/flow/constraint.sdc ---
current_design Adder

set clk_period 14.5
set clk_io_pct 0.2

create_clock -name clk0 -period $clk_period

set non_clock_inputs [all_inputs -no_clocks]
set_input_delay [expr $clk_period * $clk_io_pct] -clock clk0 $non_clock_inputs
set_output_delay [expr $clk_period * $clk_io_pct] -clock clk0 [all_outputs]
==> run notes <==
## Detailed routing
- 4 — detailed-routing iteration count for the pre-antenna-repair pass
- 0 — number of antenna-violating nets in the routed design
- 0 — number of antenna repair diodes
- 5770 um — wirelength, routed
- 0 — detailed-route DRC error count
- 2,051 — total number of vias
- 5.15 — post-detailed-route via-to-cell ratio
- 35 — violation count after the first detailed-route iteration
- 14.5 um — routed wirelength normalized by instance count

## STA
- 60.2% — period utilization
- 0 — final hold viol count
- 0 — setup-violating endpoint count in the final report
- 0 — number of pins exceeding their max-slew limit in the final report
- no — setup repair after global routing missed its margin
- 115 MHz — maximum frequency from static timing analysis
- 8.72 ns — time the worst path needs with I/O delays and setup
- 63.1% — Slew headroom
- 6.83 ns — worst hold slack
- 0 ns — final setup TNS
- 0.540 ns — Worst Max-Slew Pin Slew

## Critical path
- 0.50 ns — Crit path largest cell delay
- 5.82 ns — Worst Path Arrival
- clkdlybuf4s50_1 — crit path max-delay cell type
- primary input — startpoint class of the critical path
- 2 — buffering stage count on the worst path with inverters included
- AND-OR/OR-AND gates — gate family responsible for the most delay along the worst path
- clkdlybuf4s50_1 > ha_1 > fa_1 > a21o_1 > a31o_2 > nand3_1 > o221ai_1 > a311oi_1 > o21bai_1 > xor2_1 > clkdlybuf4s50_1 — CP Cell Sequence
- clkdlybuf4s50_1 — most repeated library cell on the critical path
- 11.60 ns — Crit path required time
- 4 — critical-path maximum fanout
- primary input to output port — type of the setup path with the least slack
- output port — Worst setup EP type

## Global routing
- 2.64% — global-route track usage on met3
- 12.3% — total global-route track usage
- met2 — grt peak-use layer
- 2,030 — number of global-route vias before repair
- 16.6% — met1 Resource Use GR
- 0 — overall overflow remaining after global route
- 9470 um — first-pass GRT wire length
- 0 — antenna violations before repair
- 11 — largest net degree at the start of global routing
- 21.0% — GR met2 Demand/Resource

## Layout
- 57.7% — layout overhead on the synthesized area
- clkdlybuf4s50_1 — most common cell after layout, fill and taps aside
- 398 — final standard cell count with taps included and fillers excluded
- 0 um2 — register area
- 0 — flip-flop and latch count
- 3.07% — proportion of layout cells with a drive suffix above 1
- 2750 um2 — Layout Cell Area excl Fill
- 0 — # clk buffers
- 96 x clkdlybuf4s50_1, 31 x ha_1, 29 x a21oi_1, 19 x a21o_1, 18 x nand2_1 — top logic cells by instance count in the layout

## Floorplan
- 9030 um2 — Die Area
- 95 um — height of the die
- 96 — total I/O pin count
- 27 — total number of placement rows
- 5470 um2 — area of the core region
- 31.9% — Core Density at Floorplan
- 95 um — Die Width

## Yosys
- 241 — number of cell instances after yosys synthesis
- ha_1 22%, a21oi_1 8.3%, a21o_1 8.2% — Main area contributors
- 50 — Distinct lib cells used
- 18.3% — fraction of the mapped netlist area in simple logic gates
- 1740 um2 — summed instance area of the synthesized netlist
- 39.3% — complex-gate fraction of the synthesized area
- 23.4% — post-synthesis adder-cell area fraction
- ha_1 — cell type with the highest aggregate area in the netlist
- 1740 um2 — yosys-reported design area after synthesis
- 0% — Post-synth seq share
- 22.2% — fraction of post-synthesis cell area in the top cell type by area
- 14.1% — xor+xnor area frac
- 7.24 um2 — Syn Area/Cell
- 1.15% — share of cell area taken by muxes after synthesis
- AND-OR/OR-AND gates — main combinational cell family by area after synthesis
- 241 — Synth Instances
- 0 — Warnings, synthesis

## Pwr
- 133 uW — Final Power
- 48.2 nW/um2 — total power per unit cell area
- 0.0192 mV — highest ir drop seen on vdd
- 1.18 nW — cell leakage power

## Worst hold path
- primary input to output port — path category of the worst min-delay check

## CTS
- 0 — number of hold buffers added after cts
- 0 — CTS-repair resized insts
- 0 — buffer count from post-CTS setup fixing

## Place
- 0.925 — final weighted congestion of routability-driven global placement
- 398 — total placed cells including tap cells
- 5110 um — Final HPWL DP
- 2750 um2 — placement-stage cell area
- 96 — count of input and output buffers

## Flow run
- 0 — number of max-capacitance violations reported
- 32 — number of warnings in the stage logs

## Outcome
- finished, final reports clean — run status

## power by group
group          switching, mW  internal, mW
Clock                      0             0
Combinational         0.0524        0.0802
Sequential                 0             0
## cells by family (layout without fill, tap and decap cells)
kind of cell,count (synthesis),in the layout
adder cells (fa/ha/maj),32,32
AND-OR/OR-AND,97,97
AND/OR/NAND/NOR,65,65
XOR/XNOR,28,28
multiplexers,2,2
buffers and inverters,17,102
## Yosys cell counts (2+ instances only)
| cell | instances |
|---|---|
| nand2b_1 | 2 |
| a211oi_1 | 3 |
| mux2i_1 | 2 |
| nand3_1 | 10 |
| o211ai_1 | 3 |
| nand4_1 | 8 |
| o221ai_1 | 2 |
| o21ai_0 | 13 |
| inv_1 | 6 |
| a31oi_1 | 3 |
| xnor2_1 | 13 |
| nor2_1 | 12 |
| or2_2 | 3 |
| buf_2 | 2 |
| ha_1 | 31 |
| o21bai_1 | 4 |
| a311oi_1 | 2 |
| a21oi_1 | 29 |
| o21a_1 | 2 |
| xor2_1 | 15 |
| nor3_1 | 4 |
| nand2_1 | 18 |
| a21o_1 | 19 |
| o311ai_1 | 2 |
| clkbuf_1 | 8 |
## final timing paths
path / from / to / slack (ns) / cells after the start
max: src1_i[0] / sum_o[26] / 5.78 / 11
min: src2_i[0] / sum_o[0] / 6.83 / 3
## metrics by stage
step | worst slack [ns] | util (%)
after global routing | 5.53 | 50.3
after CTS | 5.76 | 50.3
after global placement | 5.79 | 50.3
after detailed placement | 5.77 | 50.3
final | 5.78 | 50.3
after floorplan | 6.87 | -
## worst min-delay path, stage by stage
cell and delay (ns):
clkdlybuf4s50_1 0.46, ha_1 0.11, clkdlybuf4s50_1 0.46
## layout make-up
class              instances  area [um2]
repair buffers            96         961
well taps                 72        90.1
multi-input cells        224        1680
fillers                  565        2720
inverters                  6        22.5
## per-layer routing
metal,routed length (um),vias to the layer above,share of wire [%]
met5,0,-,0
met4,0,0,0
met3,452,0,7.8
met2,2570,53,45
met1,2750,900,48
li1,-,1098,-
Power figures rest on the tool's default switching activity, not on a simulated workload.
