[./config.mk]
export PLATFORM = sky130hd
export DESIGN_NAME = ProgramCounter
export DESIGN_NICKNAME = ProgramCounter
export VERILOG_FILES = /design/flow/design.v
export SDC_FILE = /design/flow/constraint.sdc
export NUM_CORES = 4
export LEC_CHECK = 1
export CORE_AREA = 10 10 102 102
export DIE_AREA = 0 0 112 112
[./constraint.sdc]
current_design ProgramCounter

set clk_period 1.0
set clk_io_pct 0.2

create_clock -name clk0 -period $clk_period [get_ports {clk_i}]

set non_clock_inputs [all_inputs -no_clocks]
set_input_delay [expr $clk_period * $clk_io_pct] -clock clk0 $non_clock_inputs
set_output_delay [expr $clk_period * $clk_io_pct] -clock clk0 [all_outputs]
[./design.v]
module ProgramCounter(
    clk_i,
    rst_i,
    pc_in_i,
    pc_out_o
    );
input           clk_i;
input	        rst_i;
input  [32-1:0] pc_in_i;
output [32-1:0] pc_out_o;
reg    [32-1:0] pc_out_o;
always @(posedge clk_i) begin
    if(~rst_i)
        pc_out_o <= 0;
    else
        pc_out_o <= pc_in_i;
end
endmodule
[./run.sh]
#!/bin/bash
# OpenROAD 26Q1-2900-gdf79404cd8, Yosys 0.63+post, stock flow scripts
make -C /OpenROAD-flow-scripts/flow DESIGN_CONFIG=/design/flow/config.mk WORK_HOME=/design/flow/orfs finish
==> flow_summary.json <==
{
  "layout_top_cell": "clkdlybuf4s50_1",
  "fmax_mhz": 1040,
  "ir_worst_vdd_mv": 0.407,
  "antenna_left": 0,
  "p_sw_mw": 0.528,
  "crit_arrival_ps": 760,
  "drc_errors": 0,
  "die_y_um": 112,
  "ys_cells": 67,
  "grt_pass1_wl_um": 4490,
  "ios": 66,
  "synth_seq_share": 0.715,
  "die_x_um": 112,
  "drive_above_1_share": 0.428,
  "grt_overflow_total": 0,
  "largestRegisters": "pc_out_o (32)",
  "fin_crit_ps": 963,
  "finalSetupTns_ps": 0,
  "top_register": "pc_out_o",
  "power.share.sequential": 0.512,
  "internal-power_mw": 2.13,
  "lay_top_cells": "clkdlybuf4s50_1, and2_2, dfxtp_1",
  "rsz0062_at_grt": "no",
  "max_stage_delay_ps": 310,
  "min_path_type": "input port to flop",
  "grtUsageTotal": 0.0446,
  "synthesis.area_um2": 896,
  "crit_family": "flip-flops",
  "grt_max_degree": 33,
  "die-area_um2": 12500,
  "slowest_stage": "dfxtp_1",
  "core-area_um2": 8220,
  "p_clk_frac": 0.382,
  "hold_viol": 0,
  "synth_flops": 32,
  "tritoncts": "yes",
  "vias": 704,
  "cts_root_buf": "clkbuf_8",
  "port_buffers": 65,
  "synth_cell_type_count": 3,
  "wire_per_inst_um": 12.2,
  "sw_frac_of_total": 0.198,
  "cts_setup_buffers": 0,
  "htree_levels": 2,
  "cp.depth": 1,
  "drt_iter0_drc": 4,
  "synth_chip_area_um2": 896,
  "crit_chain": "clkdlybuf4s15_1",
  "power_frac_comb": 0.106,
  "drt_pass1_iterations": 3,
  "cp.required_ps": 800,
  "status": "finished, final reports clean",
  "holdBufCountCts": 0,
  "top_cell_area_share": 0.715,
  "rows": 33,
  "grt_pass1_vias": 763,
  "setup_slack_ps": 37.4,
  "syn_to_final_growth_pct": 92.3,
  "crit_type": "flop to output port",
  "cts.sinks": 32,
  "warnings": 25,
  "dp.final_hpwl_um": 2380,
  "hold_ws_ps": 513,
  "gp_congestion": 0.680,
  "area_leaders": "dfxtp_1, and2_2, clkbuf_2",
  "cp_max_fo": 1,
  "initCoreUtil": 0.109,
  "critPathCaptureType": "output port",
  "netlist_instances": 67,
  "finalCritPeriodShare": 0.963,
  "static-leakage-power_nw": 0.706,
  "crit_buf_inv": 1,
  "drv_cap": 0,
  "p_per_area_nw_per_um2": 1550,
  "antenna_found_initial": 0,
  "n_fill_cell": 882,
  "cts_buffers": 5,
  "synth_top_cell_by_area": "dfxtp_1",
  "clk_path_buf_depth": 2,
  "drv_slew": 0,
  "routed_wl_um": 2960,
  "yosys_warnings": 1,
  "clk_pin_slew_ps": 70,
  "dpl_worst_slack_ps": -139,
  "hold_depth": 2,
  "largest_register_ffs": 32,
  "finalSetupViolCount": 0,
  "via_per_inst": 2.90,
  "tightest_slew_ps": 110,
  "syn_avg_cell_area_um2": 13.4,
  "n_antenna_cell": 0,
  "relSlewSlack": 0.926,
  "worst_setup_path_start_kind": "flop"
}
layer usage:
metal  global-route usage  vias up  wire length [µm]
met5                    0        -                 0
met4               0.0110        0                87
met3               0.0261        5               362
met2               0.0723       38              1380
met1               0.0492      322              1120
li1                     -      339                 -
cell usage after synthesis:
cell and instances:
and2_2 32, dfxtp_1 32, clkbuf_2 3
final timing paths:
check	start	endpoint	slack, ps
max	pc_out_o[1]$_SDFF_PN0_	pc_out_o[1]	40
min	pc_in_i[0]	pc_out_o[0]$_SDFF_PN0_	510
kinds of logic after synthesis:
group,synth area share
buffers and inverters,0.0168
and+or+nand+nor,0.268
DFF,0.715
repair_timing:
item,4_1_cts,5_1_grt
endpoints found under the setup margin,32,12
pin swaps,0,0
gates resized,72,14
area by class of cell:
| class | count | area, µm² | area share |
|---|---|---|---|
| Timing Repair Buffer | 66 | 611 | 0.354 |
| Multi-Input combinational cell | 32 | 240 | 0.139 |
| Tap cell | 105 | 131 | 0.0763 |
| Sequential cell | 32 | 651 | 0.378 |
| Clock buffer | 8 | 90.1 | 0.0523 |
through the flow:
step | util | instances | power (mW) | cell area [µm²]
after floorplan | - | 67 | 1.43 | 896
after global placement | 0.205 | 235 | 1.72 | 1680
after detailed placement | 0.205 | 235 | 1.73 | 1680
after CTS | 0.214 | 243 | 2.74 | 1760
after global routing | 0.210 | 243 | 2.80 | 1720
final | 0.210 | 243 | 2.66 | 1720
power groups by stage:
| stage | clock, mW | sequential (mW) | combinational, mW |
|---|---|---|---|
| 4_1_cts | 1.08 | 1.36 | 0.303 |
| 5_1_grt | 1.12 | 1.37 | 0.312 |
| 6_report | 1.02 | 1.36 | 0.283 |
Power is estimated from default activity; no workload was simulated.
